## ./run.sh

```bash
#!/bin/bash
# OpenROAD 26Q1-2900-gdf79404cd8, Yosys 0.63+post, stock flow scripts
make -C /OpenROAD-flow-scripts/flow DESIGN_CONFIG=/design/flow/config.mk WORK_HOME=/design/flow/orfs finish
```

## ./config.mk

```make
export PLATFORM = sky130hd
export DESIGN_NAME = Data_Memory
export DESIGN_NICKNAME = Data_Memory
export VERILOG_FILES = /design/flow/design.v
export SDC_FILE = /design/flow/constraint.sdc
export NUM_CORES = 4
export LEC_CHECK = 1
export CORE_UTILIZATION = 40
```

## ./constraint.sdc

```tcl
current_design Data_Memory

set clk_period 17.5
set clk_io_pct 0.2

create_clock -name clk0 -period $clk_period [get_ports {clk}]

set non_clock_inputs [all_inputs -no_clocks]
set_input_delay [expr $clk_period * $clk_io_pct] -clock clk0 $non_clock_inputs
set_output_delay [expr $clk_period * $clk_io_pct] -clock clk0 [all_outputs]
```

## ./design.v

```verilog
module Data_Memory (
    input clk,
    input rst,
    input mem_read,
    input mem_write,
    input [7:0] addr,
    input [7:0] data_in,
    output [7:0] data_out,
    output [7:0] interrupt_vector
);
    reg [7:0] RAM [0:255];
    integer i;
    initial begin
        for (i = 0; i < 256; i = i + 1) begin
            RAM[i] = 8'h00;
        end
        RAM[0] = 8'h00;   
        RAM[1] = 8'h3C;   
    end
    always @(posedge clk) begin
        if (mem_write) begin
            RAM[addr] <= data_in;
        end
    end
    assign data_out = RAM[addr];
    assign interrupt_vector = RAM[1];
endmodule
```

==> results_dict.tcl <==
# metrics dict for downstream scripts
set metrics [dict create \
    via_per_inst 5.73 \
    wl_per_cell_um 28.9 \
    placementRows 161 \
    core-area_um2 193000 \
    dp_hpwl_mm 109 \
    worst_pin_slew_ns 1.21 \
    grt_antenna_before_repair 4 \
    synth_flops 2048 \
    first_pass_iters 5 \
    hold_path_class "input pin to register" \
    tritoncts "built" \
    crit_path_start "addr[0]" \
    use_met3_pct 13.8 \
    grt_max_degree 91 \
    clock_path_buffers 3 \
    grt_busiest_layer "met2" \
    fmax_mhz 81.1 \
    fin_cells 6386 \
    p_total_uw 9860 \
    xor_share_pct 0 \
    avgSynthCellArea_um2 22.1 \
    finalSetupTns_ns 0 \
    grt_first_pass_wirelength_mm 270 \
    finalCritPeriodShare_pct 70.5 \
    clkTransAtPathRegs_ns 0.06 \
    setup_violations 0 \
    areaGrowthSynthToFinish_pct 12.7 \
    overflow 0 \
    chipArea_um2 197000 \
    postCtsResizedCells 0 \
    wl_mm 184 \
    ant_nets 0 \
    fp-utilization_pct 40.5 \
    cts_setup_buffers 0 \
    htreeDepth 4 \
    ys_seq_share_pct 78.6 \
    grt_pass1_vias 40300 \
    clock-root-buffer "clkbuf_16" \
    hold_violations 0 \
    yosys_area_um2 78200 \
    worstSetupStartpointType "input pin" \
    cts_num_sinks 2048 \
    rsz0062_at_grt "no" \
    ir_worst_vdd_mv 0.104 \
    lay_top_cells "edfxtp_1 (2048), mux4_2 (512), a22oi_1 (256)" \
    cp_common_cell "buf_4" \
    holdCritStartpoint "data_in[7]" \
    dp_cells 6023 \
    critPathKind "input pin to primary output" \
    maxCapViolCount 0 \
    pin_count 36 \
    cp_slowest_stage_delay_ns 0.76 \
    drc 0 \
    synthTopLogicFamily "multiplexers" \
    fin_crit_ns 12.33 \
    stage_log_warnings 28 \
    netlist_area_um2 78200 \
    top_register "RAM" \
    critPathSlowestCell "o41ai_1" \
    arrival_ns 8.83 \
    die_h_um 444 \
    use_met2_pct 30.2 \
    synthAoiAreaFrac_pct 3.63 \
    hold_buffers 0 \
    ys_cells 3533 \
    cts_made_buffers 202 \
    status "completed" \
    p_per_area_nw_per_um2 112 \
    end_kind "primary output" \
    drtIter0Drc 2439 \
    cp.required_ns 14.00 \
    synthSimpleGateAreaFrac_pct 1.73 \
    mux_area_share_pct 14.7 \
    track_usage_pct 20.8 \
    met1_usage_pct 27.1 \
    synth.distinct_cells 20 \
    leakage_uw 0.0265 \
    path_max_fanout 54 \
    place_congestion 0.874 \
    largest_reg_flops 2048 \
    ys_sh_adder_pct 0 \
    hold_slack_ns 3.14 \
    drv_slew 0 \
    biggestRegsByFlops "RAM x2048" \
    final_common_cell "edfxtp_1" \
    yosysWarnings 1 \
    relSlewSlack_pct 18.0 \
    synthCells 3533 \
    io_buffers 33 \
    cp_cell_sequence "buf_8 > buf_4 > buf_4 > buf_4 > mux4_2 > a22oi_1 > a21oi_1 > o41ai_1 > buf_4 > nand4_1 > clkdlybuf4s50_1" \
    die_w_um 444 \
    drive_gt1_share_pct 24.8 \
    vias 36600 \
]
==> power breakdown <==
group	total (uW)	switching [uW]	internal (uW)
combinational	450	294	156
sequential	5410	2.09	5410
clock	4000	1780	2230
==> worst max-delay path, delay by kind of cell <==
family	cells	cell delay (ns)
AOI/OAI and AO/OA	3	1.22
buffers and inverters	6	3.19
muxes	1	0.57
and+or+nand+nor	1	0.23
==> stage by stage <==
step | utilization (%) | area [um2] | worst slack, ns
2_1_floorplan | - | 78200 | 8.65
3_3_place_gp | 42.5 | 82100 | 4.88
3_5_place_dp | 42.5 | 82100 | 4.89
4_1_cts | 45.6 | 88200 | 4.89
5_1_grt | 45.6 | 88200 | 4.79
6_report | 45.6 | 88200 | 5.17
==> cell usage after synthesis <==
master       n  area (um2)
and2_1       2        12.5
nand4_1     10        62.6
or2_2        3        18.8
nor2_1     228         856
buf_6        4        45.0
clkbuf_1   144         541
edfxtp_1  2048       61500
buf_1       26        97.6
mux4_2     512       11500
buf_2       45         225
nand2_1     18        67.6
nor3_1      32         160
a22oi_1    256        1920
nor2b_1      8        50.1
a21oi_1    128         641
o41ai_1     32         280
buf_4       13        97.6
and3_1       1        6.26
nand3_1     17        85.1
nand2b_1     6        37.5
==> layout make-up <==
cell class,instances,area (um2)
clock buffer,258,5350
timing repair buffer,196,1630
sequential,2048,61500
multi-input combinational,1253,15800
fill,15600,105000
antenna,4,10.0
tap,2526,3160
clock inverter,101,726
==> per-layer routing <==
metal	part of all wire (%)	vias up
met5	0.14	-
met4	3.7	14
met3	15	352
met2	47	1975
met1	34	18800
li1	-	15400
==> cell families (layout without fill, tap and decap cells) <==
group           count (synthesis)  after routing
compound gates                416            416
buf+inv                       232            555
mux                           512            512
other cells                     0              4
flops                        2048           2048
simple gates                  325            325
==> path summary, 6_finish.rpt <==
kind	end	slack (ns)	cells after the start
worst min-delay path	RAM[64][7]	3.14	1
worst max-delay path	data_out[2]	5.17	11
Power figures rest on the tool's default switching activity, not on a simulated workload.
