## flow/config.mk

```make
export PLATFORM = sky130hd
export DESIGN_NAME = reg_file
export DESIGN_NICKNAME = reg_file
export VERILOG_FILES = /design/flow/design.v
export SDC_FILE = /design/flow/constraint.sdc
export NUM_CORES = 4
export LEC_CHECK = 1
export CORE_UTILIZATION = 40
```

## flow/constraint.sdc

```tcl
current_design reg_file

set clk_period 2.1
set clk_io_pct 0.2

create_clock -name clk0 -period $clk_period [get_ports {clk}]

set non_clock_inputs [all_inputs -no_clocks]
set_input_delay [expr $clk_period * $clk_io_pct] -clock clk0 $non_clock_inputs
set_output_delay [expr $clk_period * $clk_io_pct] -clock clk0 [all_outputs]
```

## flow/design.v

```verilog
module reg_file (
    input clk,
    input rst,
    input WE,
    input [1:0] ra,
    input [1:0] rb,
    input [1:0] w_add,
    input [7:0] wd,
    input [7:0] sp_value,     
    input sp_write_enable,   
    output [7:0] a_out,
    output [7:0] b_out
);
    reg [7:0] RF [0:3];
    integer i;
    always @(posedge clk or posedge rst) begin
        if(rst) begin
            for (i=0; i<3; i=i+1) begin
                RF[i] <= 8'h00;
            end
            RF[3] <= 8'hFF;   
        end
        else begin
            if (WE && w_add != 2'b11) begin
                RF[w_add] <= wd;
            end
            else 
            if (sp_write_enable) begin
                RF[3] <= sp_value;
            end
        end
    end
    assign a_out = RF[ra];
    assign b_out = RF[rb];
endmodule
```

## flow/run.sh

```bash
#!/bin/bash
# OpenROAD 26Q1-2900-gdf79404cd8, Yosys 0.63+post, stock flow scripts
make -C /OpenROAD-flow-scripts/flow DESIGN_CONFIG=/design/flow/config.mk WORK_HOME=/design/flow/orfs finish
```

==> out/metrics.cfg <==
[power]
p_comb_share_pct = 27.4
p_sw_w = 0.0004127
switching_share_pct = 23.19
leakagePower_nw = 1.052
seq_power_share_pct = 45.8
intPower_w = 0.001367
ir_worst_vdd_mv = 0.4526
pwr-share-clk_pct = 26.8
power_density_nw_per_um2 = 735.1

[floorplan]
row_count = 23
io_pins = 42
fp.dieW_um = 66.72
die_y_um = 66.72
fp_util_pct = 41.88
fp.coreArea_um2 = 4000
dieArea_um2 = 4451

[finish]
final_util_pct = 60.53
reg.largest.list = RF: 32 flops
final_area_um2 = 2421
layout_top_cells = clkdlybuf4s50_1 (30), dfrtp_1 (24), mux2_2 (24), buf_4 (17), mux4_2 (16)
largest_register_ffs = 32
lay_top_count = clkdlybuf4s50_1
area_growth_syn_to_layout_pct = 44.51
stdcell_count = 223
drive_gt1_share_pct = 47.98
top_register = RF

[place]
placed_cell_area_um2 = 2255
io_buffer_count = 41
place_inst = 206
place.gp.congestion = 0.7921
hpwlAfterDp_um = 2690
dp_slack_ps = -322.9

[logic_synthesis]
syn_avg_cell_area_um2 = 15.23
numSynthFlops = 32
ys_seq_share_pct = 48.39
ys.warnings.count = 2
synthCells = 110
yosysUniqueCellTypes = 14
syn-cell-area_um2 = 1675
synth-cells-yosys = 110
yosys_area_um2 = 1675

[sta]
worst_slew_pin_slew_ps = 414.3
drv_slew = 0
max_slew_margin_pct = 72.38
max_freq_ghz = 0.4814
skew_ps = 0
hold_viol = 0
layout_setup_ws_ps = 22.57
finalCritPeriodShare_pct = 98.93
setup_violations = 0
fin_crit_ps = 2077

[setup_path]
worstSetupPathType = primary input to output pin
cp-start-kind = primary input
end_kind = output pin
crit_fanout = 6
critPathArrivalTime_ps = 1660
r2r_cells = 2
required_ps = 1680

[detailed_routing]
dr.pass1.iters = 4
wire_per_inst_um = 16.98
antenna_cells = 0
via_count = 1185
drc = 0
via_per_inst = 5.314
drt_iter0_drc = 18
ant_nets = 0
wl_um = 3786

[clock_network]
cts-root-buf = clkbuf_8
clockBufferDepth = 2
htree_levels = 2
clk_pin_slew_ps = 60
clock_sinks = 32
tritoncts = yes
cts_buffers = 5
ctsHoldBuffers = 0
clock_latency_ps = 270

[global_route]
overflow = 0
grt_start_max_net_pins = 33
grt_pass1_vias = 1291
antenna_found_initial = 0
grt.total_usage_pct = 21.45
grt_pass1_wl_um = 6423

[job]
cap_violations = 0
warnings = 25

[outcome]
status = finished clean

[worst_hold_path]
hold-path-cell-count = 2
hold_path_class = register to register

-- power by group through the flow --
stage	Sequential, W	Combinational [W]	Clock, W
CTS	0.000816	0.000495	0.000498
finish	0.000816	0.000487	0.000477
global route	0.000836	0.000536	0.000525
-- what timing repair did --
| item | in CTS | in global routing |
|---|---|---|
| resized | 13 | 6 |
| buffers inserted | 2 | 7 |
| setup endpoints to repair | 16 | 11 |
-- cell type report --
| cell class | instances | area [µm²] |
|---|---|---|
| fill | 312 | 1579 |
| sequential | 32 | 810.8 |
| multi-input combinational | 62 | 797.0 |
| timing repair buffer | 62 | 626.9 |
| clock buffer | 8 | 90.09 |
| inverter | 9 | 33.78 |
| tap | 50 | 62.56 |
-- synth_stat cells, drive strengths merged --
cell type / instances / area, µm²
dfrtp: 24 / 600.6
mux2: 24 / 270.3
mux4: 16 / 360.4
inv: 9 / 33.78
dfstp: 8 / 210.2
nand2: 8 / 30.03
o32ai: 8 / 70.07
buf: 6 / 30.03
nand3b: 2 / 22.52
a21boi: 1 / 11.26
and2b: 1 / 7.510
and3: 1 / 6.260
clkbuf: 1 / 3.750
nor3b: 1 / 18.77
-- worst max-delay path, cell delays in order --
cell and delay (ps):
clkdlybuf4s15_2 190, buf_12 120, mux4_2 500, clkdlybuf4s50_1 420
-- logic make-up after synthesis --
kind of cell,after synthesis,synth area share [%]
AOI/OAI and AO/OA,9,4.854
buffers and inverters,16,4.033
DFF,32,48.39
muxes,40,37.64
and+or+nand+nor,13,5.079
-- path summary, 6_finish.rpt --
check	to	slack, ps	start
worst min-delay path	RF[3][6]	500	RF[3][6]
worst max register to register	RF[3][1]	1150	RF[3][1]
worst max-delay path	b_out[2]	20	rb[1]
max in group asynchronous	RF[3][4]	1240	rst
min in group asynchronous	RF[2][2]	520	rst
worst min register to register	RF[3][6]	500	RF[3][6]
-- metal layers --
layer  vias up  global-route usage, %  share of wire, %
met2        37                  33.71                47
met1       599                  31.67                44
met4         0                  2.394               2.4
met3         8                  7.292               7.2
met5         -                      0                 0
li1        541                      -                 -
-- stage by stage --
| step | power (W) | setup TNS (ps) | hold slack, ps |
|---|---|---|---|
| CTS | 0.001809 | 0 | 504.2 |
| floorplan | 0.001050 | 0 | 473.6 |
| finish | 0.001780 | 0 | 500.6 |
| global route | 0.001897 | -7.837 | 538.3 |
| detailed placement | 0.001324 | -4912 | 493.7 |
| global placement | 0.001307 | -4874 | 484.8 |
Power is estimated from default activity; no workload was simulated.
