## ./design.v

```verilog
module alu (
    input  wire [7:0] a_in,       
    input  wire [7:0] b_in,       
    input  wire [3:0] opcode,     
    input  wire [1:0] ra,         
    input  wire [1:0] rb,         
    input  wire       C_in,       
    input  wire       Z_in, N_in, V_in,  
    output reg  [7:0] result,
    output reg        Z, N, C, V  
);
    wire [8:0] add9 = {1'b0, a_in} + {1'b0, b_in};
    wire [8:0] sub9 = {1'b0, a_in} - {1'b0, b_in};
    wire [8:0] inc9 = {1'b0, b_in} + 9'h001;
    wire [8:0] dec9 = {1'b0, b_in} - 9'h001;
    always @(*) begin
        Z = Z_in;
        N = N_in;
        C = C_in;
        V = V_in;
        result = 8'h00;
        case (opcode)
            4'h0: begin
                result = a_in;
            end
            4'h1: begin
                result = b_in;
            end
            4'h2: begin
                result = add9[7:0];
                C = add9[8];
                V = (a_in[7] == b_in[7]) && (result[7] != a_in[7]);
                Z = (result == 8'h00);
                N = result[7];
            end
            4'h3: begin
                result = sub9[7:0];
                C = ~sub9[8];   
                V = (a_in[7] != b_in[7]) && (result[7] != a_in[7]);
                Z = (result == 8'h00);
                N = result[7];
            end
            4'h4: begin
                result = a_in & b_in;
                Z = (result == 8'h00);
                N = result[7];
            end
            4'h5: begin
                result = a_in | b_in;
                Z = (result == 8'h00);
                N = result[7];
            end
            4'h6: begin
                case(ra)
                    2'b00: begin  
                        C = b_in[7];
                        result = {b_in[6:0], b_in[7]};
                        Z = (result == 8'h00);
                        N = result[7];
                    end
                    2'b01: begin  
                        C = b_in[0];
                        result = {b_in[0], b_in[7:1]};
                        Z = (result == 8'h00);
                        N = result[7];
                    end
                    2'b10: begin  
                        C = 1'b1;
                        result = a_in;
                    end
                    2'b11: begin  
                        C = 1'b0;
                        result = a_in;
                    end
                endcase
            end
            4'h7: begin
                result = a_in;
            end
            4'h8: begin
                case(ra)
                    2'b00: begin  
                        result = ~b_in;
                        Z = (result == 8'h00);
                        N = result[7];
                    end
                    2'b01: begin  
                        result = (~b_in) + 8'h01;
                        Z = (result == 8'h00);
                        N = result[7];
                    end
                    2'b10: begin  
                        result = inc9[7:0];
                        C = inc9[8];  
                        V = (b_in == 8'h7F);  
                        Z = (result == 8'h00);
                        N = result[7];
                    end
                    2'b11: begin  
                        result = dec9[7:0];
                        C = ~dec9[8];  
                        V = (b_in == 8'h80);  
                        Z = (result == 8'h00);
                        N = result[7];
                    end
                endcase
            end
            4'hA: begin
                result = a_in - 8'h01;   
                Z = (result == 8'h00);
                N = result[7];
            end
            default: begin
                result = a_in;
            end
        endcase
    end
endmodule
```

## ./run.sh

```bash
#!/bin/bash
# OpenROAD 26Q1-2900-gdf79404cd8, Yosys 0.63+post, stock flow scripts
make -C /OpenROAD-flow-scripts/flow DESIGN_CONFIG=/design/flow/config.mk WORK_HOME=/design/flow/orfs finish
```

## ./config.mk

```make
export PLATFORM = sky130hd
export DESIGN_NAME = alu
export DESIGN_NICKNAME = alu
export VERILOG_FILES = /design/flow/design.v
export SDC_FILE = /design/flow/constraint.sdc
export NUM_CORES = 4
export LEC_CHECK = 1
export CORE_UTILIZATION = 40
```

## ./constraint.sdc

```tcl
current_design alu

set clk_period 5.3
set clk_io_pct 0.2

create_clock -name clk0 -period $clk_period

set non_clock_inputs [all_inputs -no_clocks]
set_input_delay [expr $clk_period * $clk_io_pct] -clock clk0 $non_clock_inputs
set_output_delay [expr $clk_period * $clk_io_pct] -clock clk0 [all_outputs]
```

==> metrics.json <==
{
  "finalWirelength": {"value": 11600, "unit": "um"},
  "die_outline_area": {"value": 7640, "unit": "sq um"},
  "ys_top_cells_by_count": {"value": "nor2_1 (39), ha_1 (31), inv_1 (29)"},
  "warnings": {"value": 55},
  "crit_required": {"value": 4240, "unit": "ps"},
  "crit_path_max_incr_delay": {"value": 500, "unit": "ps"},
  "antenna_violating_nets_post_route": {"value": 0},
  "critical_path_class": {"value": "in2out"},
  "period_needed": {"value": 5144, "unit": "ps"},
  "worst_slack": {"value": 155.5, "unit": "ps"},
  "drt-wirelength-per-cell": {"value": 20.52, "unit": "um"},
  "synthDominantCellAreaShare": {"value": 0.1329},
  "critPathLaunchType": {"value": "input port"},
  "yosys_warnings": {"value": 1},
  "report.final.hold_viol_count": {"value": 0},
  "crit_fanout": {"value": 15},
  "initial_antenna_violation_count": {"value": 0},
  "synth.yosys.num_cells": {"value": 424},
  "groute.layer.met2.usage": {"value": 0.4702},
  "critPathArrivalTime": {"value": 4080, "unit": "ps"},
  "crit_path_end_kind": {"value": "primary output"},
  "power-per-cell-area": {"value": 92.65, "unit": "nW/um^2"},
  "status": {"value": "finished clean"},
  "synth_top_cell_by_area": {"value": "ha_1"},
  "die_w": {"value": 87.41, "unit": "um"},
  "hold_buf_count_cts": {"value": 0},
  "synth_sequential_area_ratio": {"value": 0},
  "tightestPinTransition": {"value": 709.2, "unit": "ps"},
  "clockBufferCount": {"value": 0},
  "final.fill_count": {"value": 710},
  "core_area": {"value": 6907, "unit": "sq um"},
  "grt_overflow_total": {"value": 0},
  "timing.final.max_slew_violations": {"value": 0},
  "hold_class": {"value": "in2out"},
  "combGateArea": {"value": 2605, "unit": "sq um"},
  "ir_drop": {"value": 0.00004941, "unit": "V"},
  "num_antenna_cells": {"value": 0},
  "largest_cells_by_area_after_synthesis": {"value": "ha_1 (13%), xnor2_1 (5.1%), nor2_1 (5.0%)"},
  "grt_start_max_net_pins": {"value": 24},
  "fp.dieH": {"value": 87.41, "unit": "um"},
  "vias_in_the_first_global_route": {"value": 3161},
  "drive_above_1_share": {"value": 0.1237},
  "pre_cts_ws": {"value": 163.8, "unit": "ps"},
  "post_synth_num_cell_types": {"value": 81},
  "max_freq": {"value": 194.4, "unit": "MHz"},
  "detail_route.iter0.violations": {"value": 276},
  "vias_per_cell": {"value": 6.189},
  "drt_pass1_iterations": {"value": 6},
  "summed_instance_area_of_the_synthesized_netlist": {"value": 2918, "unit": "sq um"},
  "syn_area_per_cell": {"value": 6.882, "unit": "sq um"},
  "post_synth_inst_count": {"value": 424},
  "gp_congestion": {"value": 0.9630},
  "post-cts-setup-buffers": {"value": 0},
  "netlist.top_cell.by_instances": {"value": "nor2_1"},
  "drt_drc_violations_left": {"value": 0},
  "io_buffer_count": {"value": 38},
  "seqCellArea": {"value": 0, "unit": "sq um"},
  "floorplan.initialDensity": {"value": 0.4225},
  "area_growth_synth_to_finish": {"value": 21.23, "unit": "%"},
  "grt.met1_usage": {"value": 0.4913},
  "total_leakage_power": {"value": 0.001425, "unit": "uW"},
  "cp_cell_sequence": {"value": "clkdlybuf4s50_1 > buf_4 > ha_1 > buf_4 > a211oi_1 > nor2_1 > xor2_1 > and4b_1 > nand4b_1 > a32oi_1 > clkdlybuf4s50_1"},
  "gr-max-usage-layer": {"value": "met1"},
  "yosys-stat-area": {"value": 2918, "unit": "sq um"},
  "final.setup.tns": {"value": 0, "unit": "ps"},
  "grt_use_total": {"value": 0.3153},
  "timing.final.setup_violations": {"value": 0},
  "cap_violations": {"value": 0},
  "final.period_utilization": {"value": 0.9707},
  "layout.sequential_cells": {"value": 0},
  "top_level_ports": {"value": 40},
  "via_count": {"value": 3497},
  "unrepaired_setup_endpoints_after_global_routing": {"value": "false"},
  "place.detailed.hpwl": {"value": 9354, "unit": "um"},
  "post_cts.resized_instances": {"value": 0},
  "placement_rows": {"value": 30},
  "grt_use_met3": {"value": 0.04519},
  "relSlewSlack": {"value": 0.5257},
  "standard_cell_with_the_maximum_stage_delay_on_the_critical_path": {"value": "clkdlybuf4s50_1"},
  "grt_pass1_wl": {"value": 17770, "unit": "um"}
}
==> kinds of logic after synthesis <==
family / Yosys count / share of synthesized area
and+or+nand+nor: 152 / 0.2895
muxes: 8 / 0.02745
xor gates and xnor gates: 20 / 0.06003
buffers and inverters: 66 / 0.1072
AOI/OAI and AO/OA: 145 / 0.3692
adders and majority gates: 33 / 0.1467
==> stage by stage <==
stage / utilization / std cells / cell area, sq um / hold slack, ps / power, uW
6_report: 0.5121 / 565 / 3537 / 3093 / 327.7
5_1_grt: 0.5121 / 565 / 3537 / 3127 / 354.4
4_1_cts: 0.5121 / 565 / 3537 / 3102 / 323.6
3_5_place_dp: 0.5121 / 565 / 3537 / 3098 / 321.5
3_3_place_gp: 0.5121 / 565 / 3537 / 3083 / 322.7
2_1_floorplan: - / 424 / 2918 / 2180 / 194.7
==> path summary, 6_finish.rpt <==
path	to	start	slack, ps	cells after the start
min	result[4]	a_in[4]	3090	4
max	Z	b_in[0]	160	11
==> power by group <==
group | internal, uW | total (uW) | switching, uW
Sequential | 0 | 0 | 0
Clock | 0 | 0 | 0
Combinational | 145 | 328 | 182
==> cell type report <==
type | instances | area share
Timing Repair Buffer | 80 | 0.1967
Inverter | 31 | 0.03290
Multi-Input combinational cell | 358 | 0.7365
Tap cell | 96 | 0.03396
==> cells in the final DEF (no fill, tap or decap), types with 6 or more instances in the layout <==
cell type,Yosys,final
nand2_1,27,27
xnor2_1,17,17
a22oi_1,6,6
a21o_1,6,6
a21oi_1,19,19
a211oi_1,6,6
inv_1,29,29
clkdlybuf4s50_1,0,38
o21ai_0,21,21
nor2_1,39,39
and3_1,7,7
o31ai_1,7,7
a31oi_1,6,6
nor3_1,22,22
o22ai_1,8,8
ha_1,31,31
mux2i_1,8,8
nand3_1,11,11
nand4_1,8,8
buf_4,5,42
==> routing by layer <==
layer  vias up  wire length, um
met5         -                0
met4         0              219
met3        19             1046
met2       181             4923
met1      1593             5407
li1       1704                -
==> critical path, delay by kind of cell <==
| kind | cells | cell delay [ps] |
|---|---|---|
| buf+inv | 4 | 1320 |
| fa+ha+maj | 1 | 230 |
| xor+xnor | 1 | 160 |
| simple gates | 3 | 570 |
| compound gates | 2 | 730 |
Power is estimated from default activity; no workload was simulated.
